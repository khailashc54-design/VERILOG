## /design/flow/config.mk

```make
export PLATFORM = sky130hd
export DESIGN_NAME = alu
export DESIGN_NICKNAME = alu
export VERILOG_FILES = /design/flow/design.v
export SDC_FILE = /design/flow/constraint.sdc
export NUM_CORES = 4
export LEC_CHECK = 1
export CORE_AREA = 10 10 70 70
export DIE_AREA = 0 0 80 80
```

## /design/flow/run.sh

```bash
#!/bin/bash
# OpenROAD 26Q1-2900-gdf79404cd8, Yosys 0.63+post, stock flow scripts
make -C /OpenROAD-flow-scripts/flow DESIGN_CONFIG=/design/flow/config.mk WORK_HOME=/design/flow/orfs finish
```

## /design/flow/design.v

```verilog
module alu(input [3:0]a,b,input[2:0]op,output reg [3:0]result);
  always@(*)begin 
    case(op)
      3'b000:result=a+b;
      3'b001:result=a-b;
      3'b010:result=a|b;
      3'b011:result=a&b;
      3'b100:result=a^b;
      3'b101:result=~(a&b);
      3'b110:result=~(a|b);
      3'b111:result=(a==b)?4'b0001:4'b0000;
      default:result=1'b0;
    endcase
  end
endmodule
module tb;
  reg [3:0]a,b;
  reg[2:0]op;
  wire [3:0]result;
  alu dult(.a(a),.b(b),.op(op),.result(result));
  initial begin
    $monitor("time=%0t|a=%0d b=%0d op=%0d result=%0d|",$time,a,b,op,result);
    a=0;b=0;op=0;
    #10 a=2;b=2;
    op=3'b000;
    #10 op=3'b001;
    #10 op=3'b010;
    #10 op=3'b011;
    #10 op=3'b100;
    #10 op=3'b101;
    #10 op=3'b110;
    #10 op=3'b111;
    #10 a=1;b=0;
    #10 op=3'b111;
     #10 op=3'b001;
  end
endmodule 
```

## /design/flow/constraint.sdc

```tcl
current_design alu

set clk_period 2.9
set clk_io_pct 0.2

create_clock -name clk0 -period $clk_period

set non_clock_inputs [all_inputs -no_clocks]
set_input_delay [expr $clk_period * $clk_io_pct] -clock clk0 $non_clock_inputs
set_output_delay [expr $clk_period * $clk_io_pct] -clock clk0 [all_outputs]
```

==> results.ini <==
[logic_synthesis]
avgSynthCellArea_um2 = 7.34
top_area_share_pct = 23.2
synth_cell_types = 32
top_logic_kind = adder cells
synth_warnings = 1
ys_sh_simple_pct = 23.2
fa_ha_area_share_pct = 29.9
ys_seq_share_pct = 0
ys_chip_area_um2 = 594
synth_cells = 81
syn_area_um2 = 594
synth_area_leader_cell = ha_1
xor_share_pct = 2.95
synth.cellmix.compoundShare_pct = 27.8
topCellsByArea = ha_1, inv_1, fa_1, o21ai_0, o211ai_1
yosysCellCount = 81
yosys-mux-area-fraction_pct = 3.37

[die]
fp.dieW_um = 80
core_um2 = 3420
rows = 21
fp_util_pct = 17.4
die-area_um2 = 6400
die_height_um = 80
io_pins = 15

[route]
diodes = 0
drc = 0
wl_per_cell_um = 9.91
ant_nets = 0
vias = 653
drt_iter0_drc = 78
first_pass_iters = 4
wirelength_um = 1570
avgViaCountPerCell = 4.13

[placement]
pre_cts_ws_ns = -0.534
dpl.hpwl_um = 1270
gp_congestion = 0.854
io_buffers = 15
place_inst = 155

[worst_setup_path]
end_kind = output pin
cp.required_ns = 2.32
cp_cell_sequence = clkdlybuf4s50_1, buf_4, or4_1, mux2i_1, nor3_1, dlygate4sd2_1
critPathArrivalTime_ns = 2.20
slowest_stage = or4_1
cp_max_fo = 7
critPathLaunchType = primary input
critical_path_class = in -> out
slowest_delay_ns = 0.52

[final_timing]
worst_slack_ns = 0.116
hold_viol = 0
slew_headroom_pct = 75.5
report.final.slew_viol_count = 0
rsz0062_at_grt = false
fmax_mhz = 359
timing.hold.ws_ns = 1.73
fin_crit_ns = 2.78
fin_setup_tns_ns = 0
period_used_pct = 96.0
setup_viol = 0
tightest_slew_ns = 0.368

[pwr]
power.internal_uw = 85.5
p_sw_share_pct = 42.8
p_leak_nw = 0.471
pwr-share-seq_pct = 0
finalPower_uw = 149
p_clk_share_pct = 0
p_comb_share_pct = 100.0
p_per_area_nw_per_um2 = 147
p_switching_uw = 63.8
irDropWorstVdd_mv = 0.0443

[job]
drv_cap = 0
warnings = 40

[layout]
ff_count = 0
syn2layout_area_growth_pct = 70.9
n_clock_buffer = 0
seq_area_um2 = 0
fin_cells = 158
drive_gt1_share_pct = 37.5

[grt]
antenna_found_initial = 0
grt_max_degree = 13
first_global_vias = 610
grt_pass1_wl_um = 2830
gr-total-overflow = 0
grt.total_usage_pct = 5.00

[min_path]
hp-class = in -> out

[status]
status = complete, no violations

worst paths after layout:
check / endpoint / start / slack [ns] / cells past startpoint
worst max-delay path: result[3] / op[2] / 0.12 / 6
worst min-delay path: result[2] / a[2] / 1.73 / 5
cell usage after synthesis (2+ instances only):
cell / number
ha_1: 11
inv_1: 14
nor2_1: 5
o211ai_1: 3
fa_1: 2
a21oi_1: 3
nand2_1: 4
nand3b_1: 2
o21ai_0: 5
mux2i_1: 2
nand2b_1: 3
a211o_1: 2
xnor2_1: 2
a211oi_1: 2
buf_2: 4
per-layer routing:
metal | share of wire, % | global-route usage (%) | up-vias | routed length, um
li1 | - | - | 346 | -
met1 | 54 | 7.90 | 298 | 853
met2 | 41 | 7.14 | 9 | 637
met3 | 4.8 | 0.909 | 0 | 75
met4 | 0 | 0 | 0 | 0
met5 | 0 | 0 | - | 0
cell families (layout without fill, tap and decap cells):
logic type	count (synthesis)	after routing
compound gates	23	23
simple gates	22	22
buf+inv	19	50
fa+ha+maj	13	13
xor+xnor	2	2
mux	2	2
final cells by class:
cell class | count | area, um2
fill | 364 | 2400
multi-input combinational | 62 | 609
timing repair buffer | 36 | 297
tap | 46 | 57.6
inverter | 14 | 52.6
per-stage QoR:
step	utilization, %	instance area [um2]
after global placement	26.7	913
after detailed placement	26.7	913
after CTS	28.8	985
final	29.7	1020
after floorplan	-	594
after global routing	29.7	1020
critical path: cells and delay by family:
family | cells | cell delay [ns]
muxes | 1 | 0.16
and+or+nand+nor | 2 | 0.60
buffers and inverters | 3 | 0.87
timing repair:
action,4_1_cts,5_1_grt
buffers inserted,0,3
hold buffers,0,0
pin swaps,5,5
gates resized,31,6
endpoints found under the setup margin,4,3
power groups by stage:
stage	combinational, mW	sequential [mW]	clock [mW]
5_1_grt	0.168	0	0
4_1_cts	0.144	0	0
6_report	0.149	0	0
cells in the final DEF (no fill, tap or decap), types with 2 or more instances in the layout:
cell type,instances
buf_4,21
dlygate4sd2_1,9
inv_1,7
inv_2,7
nor2_1,5
o21ai_0,5
ha_4,5
ha_1,5
nand2_1,4
nand2b_1,3
a21oi_1,3
o211ai_1,3
xnor2_1,2
nand3b_1,2
mux2i_1,2
a211o_1,2
a211oi_1,2
fa_2,2
clkdlybuf4s50_1,2
dlymetal6s2s_1,2
No activity file was given, so power comes from the tool's default toggle rates.
