$ cat flow/design.v
module encoder(input [7:0]d,output reg [3:0]y);
always@(*) begin
    case(d)
        8'b00000001: y = 3'b000;
        8'b00000010: y = 3'b001;
        8'b00000100: y = 3'b010;
        8'b00001000: y = 3'b011;
        8'b00010000: y = 3'b100;
        8'b00100000: y = 3'b101;
        8'b01000000: y = 3'b110;
        8'b10000000: y = 3'b111;
        default:     y = 3'bxxx;
    endcase
end
endmodule
$ cat flow/config.mk
export PLATFORM = sky130hd
export DESIGN_NAME = encoder
export DESIGN_NICKNAME = encoder
export VERILOG_FILES = /design/flow/design.v
export SDC_FILE = /design/flow/constraint.sdc
export NUM_CORES = 4
export LEC_CHECK = 1
export CORE_AREA = 10 10 70 70
export DIE_AREA = 0 0 80 80
$ cat flow/run.sh
#!/bin/bash
# OpenROAD 26Q1-2900-gdf79404cd8, Yosys 0.63+post, stock flow scripts
make -C /OpenROAD-flow-scripts/flow DESIGN_CONFIG=/design/flow/config.mk WORK_HOME=/design/flow/orfs finish
$ cat flow/constraint.sdc
current_design encoder

set clk_period 1.4
set clk_io_pct 0.2

create_clock -name clk0 -period $clk_period

set non_clock_inputs [all_inputs -no_clocks]
set_input_delay [expr $clk_period * $clk_io_pct] -clock clk0 $non_clock_inputs
set_output_delay [expr $clk_period * $clk_io_pct] -clock clk0 [all_outputs]
==> flow_summary_export.csv <==
group,metric,value,unit
final_timing,drv_slew,0,
pwr,seq_power_share,0,%
critical_path,crit_cells,4,
routing,vias,241,
yosys,xor_area_share,11.3,%
final_timing,finalClockPeriodUsage,98.4,%
die,dieArea,6400,um^2
yosys,common_cells,"nor4b_1 (6), nor2_1 (3), a211oi_1 (2)",
die,initCoreUtil,4.54,%
layout,synthToLayoutAreaGrowth,199,%
critical_path,cpLargestDelayFamily,"simple AND/OR/NAND/NOR gates",
yosys,topCellsByArea,"nor4b_1 (34%), a211oi_1 (9.7%), nor4b_2 (9.7%)",
yosys,yosys.area_share.aoi,15.3,%
yosys,synth.distinct_cells,13,
final_timing,fmax,726,MHz
yosys,top_logic_kind,"simple AND/OR/NAND/NOR gates",
pwr,p_clk_share,0,%
final_timing,finalSetupViolCount,0,
yosys,syn_area_per_cell,7.39,um^2
clocking,postCtsHoldBufs,0,
run_status,status,"finished, final reports clean",
place,portBuffers,11,
layout,layout-drive-gt1-share,81.6,%
layout,ff_count,0,
yosys,syn_inst,21,
routing,first_pass_iters,2,
critical_path,worst_path_max_delay_cell,"or4_1",
routing,first_iter_violations,31,
final_timing,hold_ws,0.863,ns
critical_path,crit_path_start,"d[2]",
place,routabilityCongestion,0.646,
yosys,synthMuxAreaShare,0,%
pwr,irDropWorstVdd,0.0443,mV
critical_path,crit_arrival,1.10,ns
flow_run,warning_count,34,
critical_path,cp_num_buf_inv,2,
yosys,synth_top_area_share,33.9,%
critical_path,crit_path_start_kind,"input pin",
critical_path,worstSetupEndpointType,"primary output",
critical_path,required,1.12,ns
flow_run,maxCapViolations,0,
yosys,ys_area,155,um^2
die,dieHeight,80,um
global_routing,grt_max_degree,7,
layout,seq_area,0,um^2
routing,viasPerCell,2.87,
global_routing,antenna_found_initial,0,
die,std_cell_rows,21,
critical_path,max_stage_delay,0.50,ns
routing,n_antenna_cell,0,
die,die_x,80,um
die,ioPinCount,12,
yosys,yosysTopAreaCell,"nor4b_1",
critical_path,worstPathCellList,"buf_12 > or4_1 > nor2_1 > buf_2",
global_routing,gr-total-overflow,0,
pwr,pwr_density_cell,230,nW/um^2
final_timing,setup_tns,0,ns
critical_path,critPathMaxFanout,4,
pwr,combPwrFrac,100.0,%
worst_hold_path,hold_class,"in2out",
routing,drc,0,
layout,clkbuf_count,0,
final_timing,rsz0062_at_grt,"yes",
yosys,fa_ha_area_share,0,%
critical_path,critPathKind,"in2out",
yosys,synth.most_common_cell,"nor4b_1",
yosys,postSynthSeqShare,0,%
yosys,ys_cells,21,
yosys,simple_gate_share,62.9,%
critical_path,crit_end,"y[2]",
pwr,switchingPower,0.0440,mW
global_routing,grt_pass1_vias,269,
yosys,ys_warn_count,1,
yosys,syn_area,155,um^2
die,fp.coreArea,3420,um^2
place,dp_hpwl,617,um
pwr,p_sw_share,41.2,%
final_timing,period_minus_slack,1.38,ns
pwr,intPower,0.0628,mW
routing,ant_nets,0,
pwr,leakage,0.164,nW
final_timing,timing.final.hold_violations,0,
routing,wl_per_cell,9.52,um
global_routing,grt_pass1_wl,1390,um
global_routing,grt_use_total,2.68,%
routing,routed_wl,800,um
layer usage:
metal	share of wire [%]	up-vias	wire length, um	track usage, %
met5	0	-	0	0
met1	46	112	370	3.50
met3	18	0	142	2.05
met4	0	0	0	0
li1	-	119	-	-
met2	36	10	287	3.61
power by group through the flow:
stage     Combinational [mW]  Clock, mW  Sequential, mW
5_1_grt                0.115          0               0
6_report               0.107          0               0
4_1_cts                0.107          0               0
cell families (layout without fill, tap and decap cells):
group,after synthesis,count (layout)
buffers and inverters,2,19
XOR/XNOR,2,2
AND-OR/OR-AND,3,3
AND/OR/NAND/NOR,13,13
other,1,1
how the worst min path moves through the flow:
stage     startpoint    to  slack (ns)  depth (start not counted)
6_report        d[0]  y[2]        0.86                          4
5_1_grt         d[0]  y[2]        0.88                          4
4_1_cts         d[0]  y[2]        0.88                          4
through the flow:
step | total power [mW] | setup slack (ns) | utilization (%) | std cells | instance area (um^2)
CTS | 0.107 | -0.0335 | 13.8 | 84 | 470
finish | 0.107 | 0.0228 | 13.6 | 84 | 464
global route | 0.115 | -0.0344 | 13.6 | 84 | 464
global placement | 0.0690 | -0.770 | 10.4 | 82 | 355
floorplan | 0.0241 | 0.218 | - | 21 | 155
detailed placement | 0.0724 | -0.837 | 10.4 | 82 | 355
tightest hold or removal path: stages:
cell and delay [ns]:
buf_6 0.07, or4_1 0.09, nor2_1 0.04, buf_2 0.10
repair_timing:
item,4_1_cts,5_1_grt
endpoints found under the setup margin,3,3
resized,67,5
setup buffers,2,0
gates cloned,0,0
pin swaps,9,6
layout make-up:
cell class / instances / area [um^2]
Fill cell: 398 / 2950
Multi-Input combinational cell: 19 / 231
Tap cell: 46 / 57.6
Timing Repair Buffer: 19 / 175
placed cells by master (no fill, tap or decap):
master and n:
buf_4 6, nor4b_2 5, buf_2 5, buf_6 4, nor2_1 2, nor4b_4 2, buf_12 2, xor2_2 1
a211oi_1 1, or4_1 1, nor2_4 1, a211oi_2 1, xnor2_2 1, nor3_1 1, nor4_2 1, o31a_1 1
conb_1 1, buf_8 1, clkbuf_2 1
No activity file was given, so power comes from the tool's default toggle rates.
